===== flow/design.v =====
module RegisterFile (
    input [4:0] rs1, rs2, wrd,
    input [63:0] wbd,
    input wwreg, clk,
    output reg [63:0] rqa, rqb
);
    reg [63:0] regfile [0:31];
    integer i;
    initial begin
        for (i = 0; i < 32; i = i + 1)
            regfile [i] = 64'h0;
    end
    always @(negedge clk) begin
        if (wwreg)
            regfile[wrd] <= wbd;
    end
    always @(*) begin
        rqa = regfile[rs1];
        rqb = regfile[rs2];
    end
endmodule

===== flow/run.sh =====
#!/bin/bash
# OpenROAD 26Q1-2900-gdf79404cd8, Yosys 0.63+post, stock flow scripts
make -C /OpenROAD-flow-scripts/flow DESIGN_CONFIG=/design/flow/config.mk WORK_HOME=/design/flow/orfs finish

===== flow/config.mk =====
export PLATFORM = sky130hd
export DESIGN_NAME = RegisterFile
export DESIGN_NICKNAME = RegisterFile
export VERILOG_FILES = /design/flow/design.v
export SDC_FILE = /design/flow/constraint.sdc
export NUM_CORES = 4
export LEC_CHECK = 1
export CORE_UTILIZATION = 40

===== flow/constraint.sdc =====
current_design RegisterFile

set clk_period 13.6
set clk_io_pct 0.2

create_clock -name clk0 -period $clk_period [get_ports {clk}]

set non_clock_inputs [all_inputs -no_clocks]
set_input_delay [expr $clk_period * $clk_io_pct] -clock clk0 $non_clock_inputs
set_output_delay [expr $clk_period * $clk_io_pct] -clock clk0 [all_outputs]

==> results_dict.tcl <==
# collected from the flow reports
set metrics [dict create \
    numPortBuffers 208 \
    via_per_inst 5.779 \
    async_reset_ff_share_pct 0 \
    antenna_found_initial 11 \
    nFillCells 18430 \
    grt_first_pass_wirelength_um 429200 \
    yosys.area.top_type "edfxtp_1" \
    synth_flops 2048 \
    rsz0062_at_grt "false" \
    cp_data_required_time_ns 10.88 \
    cts_tree "yes" \
    die_h_um 483.0 \
    hold_violations 0 \
    ff_type "edfxtp_1" \
    post_cts_buffers 0 \
    crit_arrival_ns 10.23 \
    finalSetupViolCount 0 \
    pwr-share-comb_pct 7.1 \
    clock_sinks 2048 \
    largest-register "regfile" \
    final_antenna_net_count 0 \
    edf_count 2048 \
    wire_per_inst_um 29.37 \
    cp_max_fo 2 \
    core_um2 229900 \
    ys_cells 4571 \
    die_w_um 483.0 \
    avgSynthCellArea_um2 20.25 \
    rows 176 \
    grt_usage_pct 28.66 \
    crit_type "register to output port" \
    p_per_area_nw_per_um2 146.4 \
    drt_pass1_iterations 6 \
    placed_area_um2 99340 \
    synth_dominant_cell_count "edfxtp_1" \
    die_area_um2 233300 \
    cts.clk_slew.worst_paths_ns 0.03 \
    cts_root_buf "clkbuf_16" \
    yosysSeqAreaShare_pct 66.46 \
    total_leakage_power_uw 0.04443 \
    p_int_uw 12040 \
    top_regs "regfile x2048" \
    clock_path_buffers 3 \
    worstMarginPinSlew_ns 1.300 \
    synth_warnings 1 \
    endpoint_kind "output port" \
    topCellsByArea "edfxtp_1 66%, mux4_2 21%, mux2i_1 3.1%, o22ai_1 2.1%, a22oi_1 1.7%" \
    first_global_vias 68670 \
    grt_overflow 0 \
    drive_above_1_share_pct 22.43 \
    outcome "finished clean" \
    warning_count 1027 \
    ctsHoldBuffers 0 \
    syn_to_final_growth_pct 23.85 \
    pwr-share-seq_pct 42.4 \
    syn_inst 4571 \
    gp_congestion 0.8845 \
    p_sw_uw 4732 \
    drv_slew 0 \
    swShare_pct 28.21 \
    yosys-top-cells-count "2,048 x edfxtp_1, 867 x mux4_2, 314 x o22ai_1" \
    tns_ns 0 \
    floorplan.core_util_pct 40.25 \
    critPathLaunchType "register" \
    syn_area_um2 92540 \
    drc 0 \
    final_util_pct 49.85 \
    slew_headroom_pct 12.52 \
    finalPower_uw 16780 \
    ir_drop_uv 127.4 \
    grt_max_degree 93 \
    cts_resized 0 \
    synth_chip_area_um2 92540 \
    power_frac_clock_pct 50.5 \
    top_cell_area_share_pct 66.46 \
    ios 209 \
    cap_violations 0 \
    first_iter_violations 3533 \
    ys_types 42 \
    hp-class "primary input to output port" \
    vias 58860 \
    final_cell_area_um2 114600 \
    drt_wl_total_um 299200 \
    htree_levels 4 \
    cts_inserted_buffers 222 \
    hpwl_um 171400 \
    largest_register_ffs 2048 \
]
-- critical path, stage by stage, from the launching register on --
cell	delay [ns]
edfxtp_1	0.33
mux2i_1	0.10
a211oi_1	0.25
a2111oi_0	0.11
nor4_1	1.10
buf_4	0.25
clkdlybuf4s50_1	0.45
-- through the flow --
step / std cells / setup slack [ns] / hold slack, ns
finish: 10190 / 0.6514 / 6.597
global route: 10180 / 0.6080 / 6.643
CTS: 10180 / 0.6220 / 6.629
detailed placement: 7728 / 1.244 / 6.625
global placement: 7728 / 1.242 / 6.605
floorplan: 4571 / 0.2578 / 5.774
-- layer usage --
metal  track usage, %  share of wire [%]  wire length (µm)  vias up
li1                 -                  -                 -    25030
met1            29.96                 31             91760    28740
met2            39.47                 47            139700     4393
met3            26.07                 19             55530      664
met4            12.51                3.7             11100       36
met5            3.452               0.36              1064        -
-- power by group through the flow --
stage,sequential (µW),clock [µW],combinational [µW]
6_report,7110,8470,1190
5_1_grt,7110,9420,1270
4_1_cts,7110,8740,1200
-- final cells by class --
cell class / count / area, µm² / area share [%]
well taps: 3026 / 3786 / 3.303
clock inverters: 2233 / 9718 / 8.479
inverters: 1 / 3.754 / 0.003275
flip-flops and latches: 2048 / 61500 / 53.66
diodes: 3 / 7.507 / 0.006550
clock buffers: 222 / 5555 / 4.847
repair buffers: 486 / 4717 / 4.116
multi-input cells: 2166 / 29330 / 25.59
-- placed cells by master, fill, tap and decap left out, types with 7 or more instances in the layout --
master and instances:
nand3_1 48, clkbuf_16 222, edfxtp_1 2048, nor2b_1 41, clkinvlp_2 55, buf_12 43, mux4_2 867, buf_4 235
mux2i_1 290, inv_4 14, nand2_1 13, bufinv_16 35, nor2_4 33, inv_1 2108, mux2_2 32, clkinv_16 7
clkdlybuf4s50_1 200, nand3b_1 7, nand4_1 29, a22oi_1 209, and2_1 7, a211oi_1 36, nor2_1 28, o22ai_1 314
nor4_1 89, nor2_2 7, nand2b_1 8, a2111oi_0 12, a21oi_1 39
-- kinds of logic (layout without fill, tap and decap cells) --
| group | after synthesis | in the layout | share of synthesized area, % |
|---|---|---|---|
| flops | 2048 | 2048 | 66.46 |
| buf+inv | 357 | 2942 | 2.271 |
| other cells | 0 | 3 | 0 |
| simple gates | 352 | 352 | 2.096 |
| compound gates | 625 | 625 | 4.550 |
| mux | 1189 | 1189 | 24.63 |
-- path summary, 6_finish.rpt --
kind / startpoint / end / depth (start not counted)
hold / removal: rs1[3] / rqa[62] / 5
setup / recovery: regfile[22][45] / rqb[45] / 6
Power is estimated from default activity; no workload was simulated.
