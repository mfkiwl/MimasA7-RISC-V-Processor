`flow/config.mk`:
```
export PLATFORM = sky130hd
export DESIGN_NAME = Gp2to1Mux
export DESIGN_NICKNAME = Gp2to1Mux
export VERILOG_FILES = /design/flow/design.v
export SDC_FILE = /design/flow/constraint.sdc
export NUM_CORES = 4
export LEC_CHECK = 1
export CORE_AREA = 10 10 84 84
export DIE_AREA = 0 0 94 94
```
`flow/constraint.sdc`:
```
current_design Gp2to1Mux

set clk_period 1.0
set clk_io_pct 0.2

create_clock -name clk0 -period $clk_period

set non_clock_inputs [all_inputs -no_clocks]
set_input_delay [expr $clk_period * $clk_io_pct] -clock clk0 $non_clock_inputs
set_output_delay [expr $clk_period * $clk_io_pct] -clock clk0 [all_outputs]
```
`flow/design.v`:
```
module Gp2to1Mux #(
    parameter WIDTH = 64
) (
    input [WIDTH - 1:0] a,
    input [WIDTH - 1:0] b,
    input select,
    output reg [WIDTH - 1:0] out
);
    always @(*) begin
        case(select)
            1'b0: out = a;
            1'b1: out = b;
            default: out = {WIDTH{1'bX}}; 
        endcase
    end
endmodule
```
`flow/run.sh`:
```
#!/bin/bash
# OpenROAD 26Q1-2900-gdf79404cd8, Yosys 0.63+post, stock flow scripts
make -C /OpenROAD-flow-scripts/flow DESIGN_CONFIG=/design/flow/config.mk WORK_HOME=/design/flow/orfs finish
```
==> results.txt <==
State of the implementation.

- Entering global routing, the biggest net connects 11 pins.
- The number of nets still failing antenna checks after routing is 0, for reference.
- The critical path's top delay family is buffers and inverters, for reference.
- The synthesized netlist occupies a cell area of 1080 sq um.
- The gate count after technology mapping is 71, for reference.
- The synth_stat.txt file lists the number of cells as 71.
- The final timing report gives a worst setup slack of -0.186 ns.
- The DRC violation total left in the routed layout is recorded as 0.
- The core region is 5200 sq um.
- STA classifies the critical path startpoint as a primary input.
- The overall die height is 94 microns, for reference.
- The number of sequential cells reported for the layout is 0.
- The worst path uses 119% of the clock period.
- The worst setup path is captured at an output pin.
- The highest fanout seen on the critical path is 5, for reference.
- The highest achievable clock rate is 843 MHz, for reference.
- The most prevalent standard cell on the critical path is buf_16, for reference.
- The standard cell with the maximum stage delay on the critical path is mux2_4, for reference.
- For the pin with the worst max-slew slack, the measured transition is 0.0909 ns.
- From the final report, the count of setup violators was given as 64.
- The final timing report lists a max-slew violation count of 0.
- Global routing consumed, over all layers together, 13.8% of the routing resources.
- The time the worst path needs with I/O delays and setup is 1.19 ns, for reference.
- The cell sequence reported for the critical path is buf_16, buf_16, buf_12, mux2_4, buf_2.
- The signed area change from the synthesized netlist to the final layout is 192%, for reference.
- The number of antenna violations at the first check in global routing is 0, for reference.
- The leakage component of the power was reported as 0.00174 uW.
- Buffers placed on the I/O ports in this run total 193.
- The remaining max-slew budget at the tightest pin is 93.9%, for reference.
- The final antenna diode tally reported by the flow is 0.
- The count of final hold-check violations is 0, for reference.
- Synthesis instantiated 4 different standard cells from the library.
- For this run, the detailed router reports a per-instance via density of 3.90.
- The class of the most critical setup path is in2out, for reference.
- The startpoint of the worst setup timing path is select, for reference.
- The pre-antenna-repair detailed-routing pass consisted of 2 iterations.
- The initial core utilization is 20.7%, for reference.
- The total die area is 8840 sq um, for reference.
- Setup repair after global routing could not meet its margin everywhere.
- The number of cells after detailed placement is 331, for reference.
- The first global-routing pass estimated 9.24 mm of wire.
- The number of ports placed on the die boundary is 193, for reference.
- The finished layout reports a core utilization of 60.4%.
- Data on the critical path is required at its endpoint by 0.80 ns.
- Once iteration 0 of detailed routing completed, the report listed 17 DRC markers.
- The setup TNS is -6.42 ns, for reference.
- The power per unit of standard cell area is 407 nW/um^2, for reference.
- The clock buffer count is 0, for reference.
- The start point of the worst min-delay path is b[0], for reference.
- The path class of the lowest-slack min-delay path is in2out, for reference.
- The worst voltage drop across the vdd grid is 0.168 mV, for reference.
- The warning tally printed by Yosys for this design is 1.
- The number of buffers and inverters on the critical path is 4.
- The mean cell area of the mapped netlist is 15.2 sq um, for reference.
- The HPWL reported at the end of detailed placement is 6.07 mm, for reference.
- The tool warning count for the run is 35.
- The report counts max-capacitance violations totalling 0.
- According to the Yosys statistics, the synthesized design has a chip area of 1080 sq um.
- The timing report gives the biggest stage delay along the critical path as 0.28 ns.
- The number of global-route vias before repair is 1507, for reference.
- According to the floorplan log, the row count is 26.
- Buffers inserted to repair hold after CTS numbered 0.
- RePlAce ended its routability-driven mode at a weighted congestion of 0.823.
- STA puts the critical path data arrival time at 0.99 ns.
- The sequential cell area is 0 sq um, for reference.
- The routed wirelength normalized by instance count is 20.4 microns, for reference.
- The checks that failed: setup timing.
- The post-placement worst setup slack is -0.541 ns, for reference.
- The detailed-route via count is 1322, for reference.
- The layout cell share with drive strength beyond 1 is 52.4%, for reference.
- The die outline width is 94 microns, for reference.
- After synthesis, flip-flops and latches occupy 0% of the total area.
- The run finished, with violations left.
- Excluding fillers, the count of instances in the completed layout stands at 339.
- The total power consumption of the routed design is 1280 uW, for reference.
- The global route stage reports its total congestion overflow as 0.
- The wire length recorded after detailed routing is 6.92 mm.
## area by class of cell
cell class	count	area [sq um]
fillers	493	2060
multi-input cells	64	957
repair buffers	205	2100
well taps	70	87.6
## final timing paths
check,to,slack [ns],cells past startpoint
max,out[17],-0.19,5
min,out[0],0.70,3
## kinds of logic (layout without fill, tap and decap cells)
| kind of cell | count (synthesis) | after routing | synth area share (%) |
|---|---|---|---|
| mux | 64 | 64 | 87.8 |
| buf+inv | 7 | 205 | 12.2 |
## where the power goes
part	internal [uW]	switching, uW	total (uW)
Sequential	0	0	0
Clock	0	0	0
Combinational	980	300	1280
## cell usage in the layout, fill, tap and decap left out
master	count
clkdlybuf4s50_1	4
dlygate4sd2_1	118
buf_12	5
buf_16	5
dlymetal6s2s_1	6
buf_6	51
clkbuf_2	2
clkbuf_16	3
mux2_2	1
buf_2	11
mux2_4	63
## what timing repair did
item | CTS | global route
gates resized | 368 | 24
cloned | 4 | 3
buffers inserted | 1 | 0
endpoints found under the setup margin | 64 | 64
## metal layers
| metal | vias up | track usage [%] | wire, microns |
|---|---|---|---|
| li1 | 673 | - | - |
| met1 | 572 | 13.0 | 2170 |
| met2 | 77 | 27.8 | 4030 |
| met3 | 0 | 5.90 | 730 |
| met4 | 0 | 0.380 | 0 |
| met5 | - | 0 | 0 |
## cell usage after synthesis (all sizes together)
master	n	area, sq um
buf	7	131
mux2	64	946
## metrics by stage
step | hold WS (ns) | area [sq um]
floorplan | 0.498 | 1080
finish | 0.698 | 3150
CTS | 0.798 | 2970
global placement | 1.33 | 3040
global route | 0.714 | 3150
detailed placement | 1.33 | 3040
## worst min-delay path, cell delays in order
cell and delay, ns:
dlymetal6s2s_1 0.08, mux2_4 0.14, buf_6 0.08
Power figures rest on the tool's default switching activity, not on a simulated workload.
