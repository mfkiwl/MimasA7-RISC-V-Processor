## /design/flow/design.v

```verilog
module PipelineRegIFID (
    input [63:0] pc,
    input [63:0] inst,
    input clk,
    input stall,
    output reg [63:0] dpc,
    output reg [63:0] dinst
);
    always @(posedge clk) begin
        if (stall == 1'b0) begin
            dpc <= pc;
            dinst <= inst;
        end
    end
endmodule
```

## /design/flow/run.sh

```bash
#!/bin/bash
# OpenROAD 26Q1-2900-gdf79404cd8, Yosys 0.63+post, stock flow scripts
make -C /OpenROAD-flow-scripts/flow DESIGN_CONFIG=/design/flow/config.mk WORK_HOME=/design/flow/orfs finish
```

## /design/flow/config.mk

```make
export PLATFORM = sky130hd
export DESIGN_NAME = PipelineRegIFID
export DESIGN_NICKNAME = PipelineRegIFID
export VERILOG_FILES = /design/flow/design.v
export SDC_FILE = /design/flow/constraint.sdc
export NUM_CORES = 4
export LEC_CHECK = 1
export CORE_AREA = 10 10 172 172
export DIE_AREA = 0 0 182 182
```

## /design/flow/constraint.sdc

```tcl
current_design PipelineRegIFID

set clk_period 1.0
set clk_io_pct 0.2

create_clock -name clk0 -period $clk_period [get_ports {clk}]

set non_clock_inputs [all_inputs -no_clocks]
set_input_delay [expr $clk_period * $clk_io_pct] -clock clk0 $non_clock_inputs
set_output_delay [expr $clk_period * $clk_io_pct] -clock clk0 [all_outputs]
```

==> impl_metrics.sql <==
-- flow metrics import
INSERT INTO impl_metrics (metric_group, metric, value, unit) VALUES
('run_status', 'violated_checks', 'negative setup slack', ''),
('final_layout', 'area_growth', '79.3', '%'),
('routing', 'met1_length', '4560', 'µm'),
('global_routing', 'grt_max_degree', '53', ''),
('final_layout', 'multi_input_comb_area', '0', 'µm²'),
('sta', 'max-slew-margin-rel', '0.799', ''),
('synthesis', 'netlist.top_cell.by_area', 'edfxtp_1', ''),
('routing', 'drt_iter0_drc', '79', ''),
('worst_setup_path', 'worstPathCellList', 'buf_2', ''),
('worst_setup_path', 'endpoint_kind', 'output pin', ''),
('worst_setup_path', 'setup_crit_start_kind', 'register', ''),
('power', 'static-leakage-power', '2.60', 'nW'),
('worst_setup_path', 'path_delay_family', 'flip-flops', ''),
('cts', 'htree_num_levels', '4', ''),
('synthesis', 'post-synth-top-count-cell', 'edfxtp_1', ''),
('routing', 'via_count', '2361', ''),
('placement', 'globalplace.congestion', '0.725', ''),
('cts', 'cts.sinks', '128', ''),
('worst_setup_path', 'worst_path_buffer_plus_inverter_count', '1', ''),
('synthesis', 'netlist_area', '0.00385', 'mm²'),
('power', 'sum_of_internal_switching_and_leakage_power', '13.5', 'mW'),
('floorplan', 'core_area', '0.0259', 'mm²'),
('routing', 'ant_nets', '0', ''),
('placement', 'preCtsSetupSlack', '-0.473', 'ns'),
('sta', 'timing.final.setup_violations', '128', ''),
('sta', 'postLayoutSetupSlackWorst', '-0.116', 'ns'),
('cts', 'cell_at_the_root_of_the_clock_tree', 'clkbuf_16', ''),
('sta', 'final_hold_violation_tally', '0', ''),
('routing', 'remaining_drc_errors', '0', ''),
('cts', 'holdBufCountCts', '0', ''),
('job', 'maxCapViolations', '0', ''),
('routing', 'detailroute.wirelength.met3', '1480', 'µm'),
('floorplan', 'core.rowCount', '59', ''),
('global_routing', 'grt_pass1_vias', '2679', ''),
('routing', 'wl_per_cell', '15.5', 'µm'),
('synthesis', 'yosys_warnings', '1', ''),
('routing', 'route.met2.wl', '5610', 'µm'),
('routing', 'dr.max_layer_used', 'met4', ''),
('sta', 'timing.final.crit_share', '1.12', ''),
('synthesis', 'async_reset_ff_frac', '0', ''),
('global_routing', 'grt_overflow', '0', ''),
('synthesis', 'netlist.area_leader.share', '0.999', ''),
('floorplan', 'fp_util', '0.148', ''),
('placement', 'port_buffers', '257', ''),
('synthesis', 'synth.top_cells.by_count', 'edfxtp_1 (128), inv_1 (1)', ''),
('synthesis', 'postSynthSeqShare', '0.999', ''),
('floorplan', 'die-width', '182', 'µm'),
('synthesis', 'syn_avg_cell_area', '29.8', 'µm²'),
('worst_setup_path', 'worst_path_largest_cell_delay', '0.38', 'ns'),
('synthesis', 'synth-area-yosys', '0.00385', 'mm²'),
('cts', 'clk_transition_reported_paths', '0.06', 'ns'),
('routing', 'drt-vias-per-instance', '3.11', ''),
('floorplan', 'total_i_o_pin_count', '258', ''),
('cts', 'cts_made_buffers', '17', ''),
('synthesis', 'post_synth_tally_of_flip_flops_with_integrated_enable', '128', ''),
('placement', 'dp_hpwl', '8950', 'µm'),
('worst_setup_path', 'path_class', 'reg -> out', ''),
('global_routing', 'globalRouteTotalUtil', '0.0694', ''),
('global_routing', 'grt_antenna_before_repair', '0', ''),
('hold_path', 'timing.hold.worst.class', 'in -> reg', ''),
('cts', 'tritoncts', 'built', ''),
('cts', 'cts_buffer_depth', '2', ''),
('sta', 'maxSlewViolCount', '0', ''),
('power', 'irDropWorstVdd', '0.000832', 'V'),
('routing', 'drt_first_pass_iters', '4', ''),
('worst_setup_path', 'cp.required', '0.80', 'ns'),
('synthesis', 'synthesized_flop_and_latch_total', '128', ''),
('sta', 'timing_worst_slew_pin_value', '0.301', 'ns'),
('run_status', 'run_status', 'finished with violations', ''),
('sta', 'rsz0062_at_grt', 'true', ''),
('routing', 'wirelength', '11800', 'µm');
[metrics by stage]
step                      area, µm²  utilization  TNS, ns  hold slack, ns
after global placement         6890        0.266   -55.29           0.755
after detailed placement       6890        0.266   -56.18           0.758
after global routing           6900        0.266   -17.54           0.311
after floorplan                3850            -  -183.13           0.299
after CTS                      6900        0.266   -14.98           0.315
final                          6900        0.266   -10.14           0.343
[per-layer routing]
layer / vias up / GRT usage
met5: - / 0
met4: 0 / 0.00814
met3: 5 / 0.0414
met2: 136 / 0.107
met1: 1127 / 0.0856
li1: 1093 / -
[kinds of logic after synthesis]
group	share of synthesized area
buffers and inverters	0.000975
flip-flops	0.999
[power by group]
group	total, mW	switching, mW	internal [mW]
sequential	6.46	0.0872	6.37
combinational	1.02	0.280	0.735
clock	6.00	2.33	3.67
[registers in the layout, summed over array words and instances, names as in the netlist]
| signal | flops |
|---|---|
| dinst | 64 |
| dpc | 64 |
[cell usage in the layout, fill, tap and decap left out]
cell type / synthesis / final
clkinv_4: 0 / 2
buf_2: 0 / 128
bufinv_16: 0 / 2
clkbuf_16: 0 / 17
clkinv_2: 0 / 2
clkbuf_1: 0 / 2
clkdlybuf4s50_1: 0 / 128
buf_12: 0 / 2
clkinvlp_4: 0 / 5
dlygate4sd2_1: 0 / 1
clkinv_1: 0 / 1
edfxtp_1: 128 / 128
buf_4: 0 / 1
bufbuf_16: 0 / 2
buf_6: 0 / 1
inv_6: 0 / 2
[what timing repair did]
action                                 in CTS  in global routing
cloned                                      2                  0
gates resized                             414                  0
setup buffers                               1                  0
setup endpoints to repair                 185                128
endpoints found under the hold margin       0                  0
[final cells by class]
type | count | area, µm²
inverter | 1 | 7.51
fill | 2599 | 19000
clock inverter | 13 | 139
timing repair buffer | 263 | 2050
clock buffer | 19 | 433
sequential | 128 | 3840
tap | 335 | 419
[worst paths after layout]
kind / from / end / slack (ns) / cells after the start
setup / recovery: dpc[17] / dpc[17] / -0.12 / 1
hold / removal: pc[54] / dpc[54] / 0.34 / 1
Power figures rest on the tool's default switching activity, not on a simulated workload.
